**flow/config.mk**
```make
export PLATFORM = sky130hd
export DESIGN_NAME = alu
export DESIGN_NICKNAME = alu
export VERILOG_FILES = /design/flow/design.v
export SDC_FILE = /design/flow/constraint.sdc
export NUM_CORES = 4
export LEC_CHECK = 1
export CORE_AREA = 10 10 85 85
export DIE_AREA = 0 0 95 95
```
**flow/design.v**
```verilog
`timescale 1ns / 1ps
`default_nettype none
module alu(
   input  wire  [31:0] A,B,
   input  wire  [4:0] aluop,
   output logic [31:0] out
);
   always @(*) out <= A + B;
endmodule
```
**flow/constraint.sdc**
```tcl
current_design alu

set clk_period 18.1
set clk_io_pct 0.2

create_clock -name clk0 -period $clk_period

set non_clock_inputs [all_inputs -no_clocks]
set_input_delay [expr $clk_period * $clk_io_pct] -clock clk0 $non_clock_inputs
set_output_delay [expr $clk_period * $clk_io_pct] -clock clk0 [all_outputs]
```
**flow/run.sh**
```bash
#!/bin/bash
# OpenROAD 26Q1-2900-gdf79404cd8, Yosys 0.63+post, stock flow scripts
make -C /OpenROAD-flow-scripts/flow DESIGN_CONFIG=/design/flow/config.mk WORK_HOME=/design/flow/orfs finish
```
==> impl_metrics.yaml <==
# synthesis and place-and-route metrics
drt:
  drc: 0
  drt_iter0_drc: 32
  antenna_cells: 0
  drt-total-wl_um: 5770
  routedWlPerCell_um: 14.5
  dr.pass1.iters: 4
  ant_nets: 0
  num_vias: 2032
  via_per_inst: 5.11
placed_design:
  dp.cells: 398
  pre_cts_slack_ns: 7.89
  dpl.hpwl_um: 5100
  gp_congestion: 0.908
  numPortBuffers: 96
critical_path:
  cp_slowest_cell: "clkdlybuf4s50_1"
  cp.arrival_ns: 6.63
  crit_family: "AND-OR/OR-AND gates"
  worstPathMaxFanout: 4
  path_cells: "clkdlybuf4s50_1 -> ha_1 -> fa_1 -> a21o_1 -> a31o_2 -> nand3_1 -> o221ai_1 -> a311oi_1 -> o21bai_1 -> xor2_1 -> clkdlybuf4s50_1"
  crit_top_cell: "clkdlybuf4s50_1"
  end_kind: "output port"
  path_depth: 11
  critPathMaxStageDelay_ns: 0.50
  endpoint: "out[26]"
  critPathBufInv: 2
  required_ns: 14.48
  critPathLaunch: "A[0]"
  worstSetupPathType: "in -> out"
  start_kind: "input pin"
yosys:
  ys_types: 50
  synth_area_um2: 1740
  yosys_area_um2: 1740
  synthAdderAreaFrac_pct: 23.4
  yosysTopAreaCell: "ha_1"
  compound_area_share_pct: 39.3
  mux_share_pct: 1.15
  syn_inst: 241
  yosysWarnings: 1
  ys_cells: 241
  ys_top_logic_family: "AND-OR/OR-AND gates"
  synth-seq-area-share_pct: 0
  simple_gate_share_pct: 18.3
  yosys.area_share.xor_xnor_pct: 14.1
  syn_avg_cell_area_um2: 7.24
  topCellsByArea: "ha_1 (22%), a21oi_1 (8.3%), a21o_1 (8.2%), xor2_1 (7.5%), xnor2_1 (6.5%)"
  top_area_share_pct: 22.2
global_route:
  grt.overflow.total: 0
  antenna_found_initial: 0
  gr-usage-all-layers_pct: 12.4
  grt_max_degree: 11
  grt_pass1_vias: 2007
  grt_pass1_wl_um: 9490
timing:
  max_slew_margin_pct: 64.6
  fin_ws_ns: 7.85
  report.final.slew_viol_count: 0
  fin_setup_tns_ns: 0
  hold_violations: 0
  rsz0062_at_grt: "false"
  setup_violations: 0
  period_needed_ns: 10.25
  tightest_slew_ns: 0.517
  clock.fmax_ghz: 0.0976
  finalClockPeriodUsage_pct: 56.6
cells_and_area:
  flops: 0
  clkbuf_count: 0
  syn_to_final_growth_pct: 57.7
  regArea_um2: 0
  instances_no_fill: 398
  drive_above_1_share_pct: 3.07
  fillers: 571
die:
  initial_core_util_pct: 31.9
  chipWidth_um: 95
  rows: 27
  dieHeight_um: 95
  core_area_um2: 5470
  io_pins: 101
  die-area_um2: 9030
hold_path:
  hp-class: "in -> out"
pwr:
  power_density_nw_per_um2: 38.6
  leakage_uw: 0.00118
  ir_worst_vdd_mv: 0.0203
clock_tree:
  holdBufCountCts: 0
  cts_resized: 0
  cts_setup_buffers: 0
job:
  cap_viol_max_count: 0
  warnings: 37
status:
  status: "finished clean"
-- synthesized netlist by cell type, types with 2 or more instances --
cell type	instances
ha_1	31
a21oi_1	29
a21o_1	19
nand2_1	18
xor2_1	15
o21ai_0	13
xnor2_1	13
nor2_1	12
nand3_1	10
clkbuf_1	8
nand4_1	8
inv_1	6
nor3_1	4
o21bai_1	4
a211oi_1	3
a31oi_1	3
o211ai_1	3
or2_2	3
a311oi_1	2
buf_2	2
mux2i_1	2
nand2b_1	2
o21a_1	2
o221ai_1	2
o311ai_1	2
-- placed cells by master, fill, tap and decap left out, types with 2 or more instances in the layout --
cell type	n
nor3_1	4
clkdlybuf4s50_1	96
nand4_1	8
xnor2_1	13
o21a_1	2
o21ai_0	13
or2_2	3
a21oi_1	29
a31oi_1	3
xor2_1	15
ha_1	31
mux2i_1	2
o311ai_1	2
o21bai_1	4
a21o_1	19
nand2b_1	2
nor2_1	12
inv_1	6
nand2_1	18
o221ai_1	2
nand3_1	10
a211oi_1	3
o211ai_1	3
a311oi_1	2
-- through the flow --
step           power (uW)  util, %  instance area, um2  hold slack (ns)
2_1_floorplan        51.3        -                1740             7.31
3_3_place_gp          108     50.3                2750             8.27
3_5_place_dp          107     50.3                2750             8.28
4_1_cts               108     50.3                2750             8.29
5_1_grt               118     50.3                2750             8.30
6_report              106     50.3                2750             8.27
-- how the worst min path moves through the flow --
stage	startpoint	end	slack (ns)	cells after the start
4_1_cts	B[0]	out[0]	8.29	3
5_1_grt	A[0]	out[0]	8.30	3
6_report	B[0]	out[0]	8.27	3
-- report_power, final --
group	internal (uW)	switching, uW
sequential	0	0
clock	0	0
combinational	64.2	41.9
total	64.2	41.9
-- cells by family after synthesis --
| group | after synthesis |
|---|---|
| adder cells (fa/ha/maj) | 32 |
| AND/OR/NAND/NOR | 65 |
| buffers and inverters | 17 |
| XOR/XNOR | 28 |
| AND-OR/OR-AND | 97 |
| multiplexers | 2 |
-- final cells by class --
type	count	area (um2)	area share [%]
multi-input combinational	224	1680	61.0
timing repair buffer	96	961	34.9
tap	72	90.1	3.27
inverter	6	22.5	0.819
-- metal layers --
layer	share of wire, %	track usage (%)
met1	48	16.7
met2	45	21.0
met3	7.9	2.56
met4	0	0.125
met5	0	0
No activity file was given, so power comes from the tool's default toggle rates.
