**/design/flow/design.v**
```verilog
`timescale 1ns / 1ps
`default_nettype none
module keyboard(
   input wire clock,
   input wire ps2_clk,
   input wire ps2_data,
   output logic [31:0] keyb_char
   );
   logic [31:0] temp_char = 0;
   logic [9:0]  bits = 0;
   logic [3:0]  count = 0;
   logic [1:0]  ps2_clk_prev2 = 2'b11;
   logic [19:0] timeout = 0;
   always @(posedge clock)
      ps2_clk_prev2 <= {ps2_clk_prev2[0], ps2_clk};
   always @(posedge clock)
   begin
      if((count == 11) || (timeout[19] == 1))
      begin
         count <= 0;
         if((temp_char[7:0] == 8'hE0) || (temp_char[7:0] == 8'hF0)) begin       
            temp_char[31:0] <= {temp_char[23:0], bits[7:0]};                    
            if((bits[7:0] != 8'hE0) && (bits[7:0] != 8'hF0))                    
               keyb_char <= {temp_char[23:0], bits[7:0]};                       
         end
         else begin                                                             
            temp_char[31:0] <= {24'b0, bits[7:0]};                              
            if((bits[7:0] != 8'hE0) && (bits[7:0] != 8'hF0))                    
               keyb_char <= {24'b0, bits[7:0]};                                 
         end
      end
      else
      begin
         if(ps2_clk_prev2 == 2'b10)
         begin
            count <= count + 1;
            bits <= {ps2_data, bits[9:1]};
         end
      end
   end
   always @(posedge clock)
      timeout <= (count != 0) ? timeout + 1 : 0;
endmodule
```
**/design/flow/run.sh**
```bash
#!/bin/bash
# OpenROAD 26Q1-2900-gdf79404cd8, Yosys 0.63+post, stock flow scripts
make -C /OpenROAD-flow-scripts/flow DESIGN_CONFIG=/design/flow/config.mk WORK_HOME=/design/flow/orfs finish
```
**/design/flow/config.mk**
```make
export PLATFORM = sky130hd
export DESIGN_NAME = keyboard
export DESIGN_NICKNAME = keyboard
export VERILOG_FILES = /design/flow/design.v
export SDC_FILE = /design/flow/constraint.sdc
export NUM_CORES = 4
export LEC_CHECK = 1
export CORE_UTILIZATION = 30
```
**/design/flow/constraint.sdc**
```tcl
current_design keyboard

set clk_period 6.5
set clk_io_pct 0.2

create_clock -name clk0 -period $clk_period [get_ports {clock}]

set non_clock_inputs [all_inputs -no_clocks]
set_input_delay [expr $clk_period * $clk_io_pct] -clock clk0 $non_clock_inputs
set_output_delay [expr $clk_period * $clk_io_pct] -clock clk0 [all_outputs]
```
==> changes_impl.md <==
### Changed

- Crit Path Max Fanout: 1
- Nature of the critical path endpoint: output port
- Final setup viols: 0
- Setup crit start kind: flop
- Slew @ Worst Pin: between 0.7 and 0.8 ns
- Vias: 1704
- Average wire per standard cell: about 10 um
- TritonCTS clock tree: yes
- Crit path buf inv count: 1
- Number of global-route vias before repair: approximately 1600
- PwrDens: approximately 320 nW/um^2
- Worst path required time: around 5.2 ns
- Clock root buffer: clkbuf_8
- Final Hold Violation Tally: 0
- TritonRoute pass-1 iters: 5
- RSZ-0062 raised after global routing: no
- VDD IR max: between 200 and 300 uV
- Gr ovfl total: 0
- Die height: about 110 um
- First-pass GRT wire length: 7240 um
- Pin count of the biggest net entering global routing: 31
- 1st-iter DRT viols: around 40
- Ys Warns: 1
- Status: complete, no violations
- Post-synth top cells: 66 x edfxtp_1, 26 x dfxtp_1, 18 x and2_1, 16 x nor2_1
- Die Wd: 106 um
- Post-synth regs: around 92
- Ys async rst share: 0%
- Vias per inst: approximately 4.2
- Antenna viol nets, final: 0
- Num CTS Buffers: 9
- R2r setup slk: between 4 and 5 ns
- Most common reg cell: edfxtp_1
- YS chip area: around 3200 um^2
- # rows: 37
- Comb area: 727 um^2
- Dominant cell area share: 61.3%
- Initial antenna violation count: 0
- Count of pins over their slew limit: 0
- Ys cells: around 220
- DP Wirelength: ~2700 um
- Kind of critical path: flop to output port
- Post-synth EDFFs: between 60 and 70
- CP arrival: about 1.2 ns
- Crit path max-delay family: buffers and inverters
- Clock transition at path regs: approximately 0.090 ns
- Total track usage: 8.50%
- H-tree Lvls: 3
- Synth top area cells: edfxtp_1 61%, dfxtp_1 16%, and2_1 3.5%
- Worst Skew: roughly 0.0099 ns
- Drt total wl: about 4200 um
- OpenROAD warnings: 26
- TNS Setup: 0 ns
- DRC: 0
- F_max: 0.406 GHz
- Tcrit/Tclk final: 37.9%
- Synth Seq Share: between 70 and 80%
- Area grow syn2layout: 23.7%
- Slew HR: 52.9%
- Yosys top cell by area: edfxtp_1
- Yosys cell types: 28
- Max clock buf depth: 2
- Clk latency late pin: ~0.35 ns
- Post-CTS setup buffers: 0
- # diodes: 0
- Mapped Area: 3230 um^2
- Max_cap viols: 0
- PortBufs: 34
- Clk sinks: between 90 and 100
- Worst hold path type: flop to flop
- Tmin final: ~2.5 ns
- Seq. cell area: approximately 2500 um^2
- Resize count post-CTS: 0
- CP Cell Sequence: clkdlybuf4s50_1
- Hold buffer count at cts: 0
- Core area: 10400 um^2
- Fill cells: between 900 and 1000
- I/O pin total: 35
- Power, Total: approximately 1.3 mW
- FP Core Util: slightly above 30%
- Syn_area_per_cell: ~15 um^2
- Gp weighted congestion: 0.751
- Share of layout cells above drive strength 1: between 8 and 9%
- Die Size: between 10000 and 15000 um^2
- P_leak: approximately 1.3 nW
- Most numerous cell in the Yosys netlist: edfxtp_1
- Largest stage delay, worst path: 0.47 ns
- CP max stage cell: clkdlybuf4s50_1
- Post-synthesis cell count: approximately 220
==> layer usage <==
layer / share of wire, % / up-vias / track usage, %
met5: 0 / - / 0
met4: 1.3 / 0 / 0.794
met3: 8.4 / 6 / 4.35
met2: 45 / 51 / 13.3
met1: 45 / 767 / 11.5
li1: - / 880 / -
==> power breakdown <==
group / internal (mW) / switching (mW)
clock: 0.184 / 0.202
sequential: 0.698 / 0.0349
combinational: 0.0680 / 0.0736
==> area by class of cell <==
type | instances | share of cell area [%]
flip-flops and latches | 92 | 62.6
multi-input cells | 120 | 18.2
repair buffers | 38 | 9.26
well taps | 136 | 4.26
clock buffers | 9 | 3.10
clock inverters | 7 | 2.16
inverters | 5 | 0.469
==> sequential cells by signal, indices dropped and copies added, names as in the netlist <==
register       cells
ps2_clk_prev2      2
bits              10
temp_char         24
keyb_char         32
timeout           20
count              4
==> per-stage QoR <==
step / cell area, um^2 / hold WS (ns) / setup slack [ns] / util, % / instances
final: 4000 / 0.357 / 4.04 / 38.6 / 407
after CTS: 4000 / 0.363 / 4.01 / 38.6 / 407
after floorplan: 3260 / 0.331 / 4.07 / - / 222
after global placement: 3790 / 0.342 / 4.12 / 36.5 / 391
after global routing: 4000 / 0.371 / 3.90 / 38.6 / 407
after detailed placement: 3790 / 0.349 / 4.08 / 36.5 / 391
==> cells by family (layout without fill, tap and decap cells) <==
logic type / count (synthesis) / in the layout / share of synthesized area [%]
compound gates: 19 / 19 / 3.25
xor+xnor: 13 / 13 / 3.52
fa+ha+maj: 3 / 3 / 1.16
buf+inv: 10 / 59 / 1.24
flops: 92 / 92 / 77.4
other cells: 1 / 8 / 0.116
simple gates: 77 / 77 / 13.3
==> worst paths after layout <==
kind | depth (start not counted) | to | startpoint
setup / recovery | 1 | keyb_char[3] | keyb_char[3]
setup reg to reg | 4 | keyb_char[11] | count[0]
hold / removal | 0 | ps2_clk_prev2[1] | ps2_clk_prev2[0]
hold reg to reg | 0 | ps2_clk_prev2[1] | ps2_clk_prev2[0]
==> layout by cell type, fill, tap and decap left out, types with 2 or more instances in the layout <==
master / count
nand2_1: 9
nand3_1: 4
o21ai_0: 8
nor3_1: 2
or3_1: 8
buf_4: 4
xor2_1: 4
edfxtp_1: 66
clkdlybuf4s50_1: 34
a21oi_1: 9
nor4_1: 4
inv_1: 5
conb_1: 8
dfxtp_1: 26
and2_1: 18
nor2b_1: 3
nand4b_1: 2
nor2_1: 16
ha_1: 3
xnor2_1: 9
clkbuf_8: 9
nand4_1: 5
No activity file was given, so power comes from the tool's default toggle rates.
