### design/flow/design.v
`timescale 1ns / 1ps
`default_nettype none
module ram #(
   parameter Nloc = 16,                          
   parameter Dbits = 4,                          
   parameter initfile = "mem_data.mem"           
)(
   input wire clock,
   input wire wr,                                
   input wire [$clog2(Nloc)-1 : 0] addr,         
   input wire [Dbits-1 : 0] din,                 
   output logic [Dbits-1 : 0] dout               
   );
   logic [Dbits-1 : 0] mem [Nloc-1 : 0];         
   logic [Nloc-1:0] addr_reg;                    
   always @(posedge clock) begin                 
      if(wr)
         mem[addr] <= din;
      addr_reg <= addr;
   end
   assign dout = mem[addr];                      
endmodule
### design/flow/run.sh
#!/bin/bash
# OpenROAD 26Q1-2900-gdf79404cd8, Yosys 0.63+post, stock flow scripts
make -C /OpenROAD-flow-scripts/flow DESIGN_CONFIG=/design/flow/config.mk WORK_HOME=/design/flow/orfs finish
### design/flow/config.mk
export PLATFORM = sky130hd
export DESIGN_NAME = ram
export DESIGN_NICKNAME = ram
export VERILOG_FILES = /design/flow/design.v
export SDC_FILE = /design/flow/constraint.sdc
export NUM_CORES = 4
export LEC_CHECK = 1
export CORE_UTILIZATION = 30
### design/flow/constraint.sdc
current_design ram

set clk_period 2.0
set clk_io_pct 0.2

create_clock -name clk0 -period $clk_period [get_ports {clock}]

set non_clock_inputs [all_inputs -no_clocks]
set_input_delay [expr $clk_period * $clk_io_pct] -clock clk0 $non_clock_inputs
set_output_delay [expr $clk_period * $clk_io_pct] -clock clk0 [all_outputs]
==> flow_metrics.tcl <==
# yosys + openroad results
set metrics [dict create \
    outcome "completed" \
    buffer_ports.inserted 13 \
    ys_sh_adder_pct 0 \
    dieArea_um2 8970 \
    setup.worst_path.start_class "input port" \
    drc_errors 0 \
    globalRouteMet2Util_pct 19.6 \
    wire_length_of_the_first_global_routing_pass_um 7580 \
    mostFrequentLayoutCell "edfxtp_1" \
    yosys.area_share.aoi_pct 1.36 \
    grt.busiest_layer "met2" \
    routed_via_density 4.81 \
    max_cap_violations 0 \
    antennaDiodeCount 0 \
    worst_slew_pin_slew_ps 596 \
    synthXorXnorAreaFrac_pct 0 \
    grt_use_total_pct 12.6 \
    grt_overflow_total 0 \
    boundaryPins 14 \
    grt_pass1_vias 1503 \
    grt_start_max_net_pins 17 \
    area.combinational_um2 628 \
    fp.coreArea_um2 8260 \
    cp_max_fo 7 \
    syn2layout_area_growth_pct 29.4 \
    setup_viol 0 \
    post_synth_and_or_nand_nor_area_fraction_pct 7.04 \
    worst_slew_margin_rel_pct 60.1 \
    hold_path_depth 5 \
    largest_register_ff_count 64 \
    synth.yosys.chip_area_um2 2580 \
    placementRows 33 \
    gp_routability_congestion 0.776 \
    finalPower_mw 2.57 \
    min_to "mem[0][1]$_DFFE_PP_" \
    cts_root_buffer "clkbuf_8" \
    biggestRegsByFlops "mem x64" \
    grt_util_met3_pct 7.68 \
    mux_area_share_pct 14.8 \
    maximum_achievable_frequency_mhz 500 \
    static-leakage-power_nw 1.14 \
    synth-seq-area-share_pct 74.5 \
    drt_first_iter_violations 34 \
    number_of_antenna_violations_at_the_first_check_in_global_routing 0 \
    floorplan.core_util_pct 31.2 \
    clk_path_buf_depth 2 \
    drt_pass_1_iters 4 \
    min_path_type "in2reg" \
    synth.ff_latch_count 64 \
    post_synth.cell_area_avg_um2 20.0 \
    final-max-slew-violation-count 0 \
    cts-htree-levels 3 \
    timing.final.crit_share_pct 99.9 \
    stage_log_warnings 27 \
    rsz0062_at_grt "true" \
    ys_warn_count 1 \
    final-hold-violation-count 0 \
    period_minus_slack_ps 2000 \
    die_height_um 94.7 \
    cts_tree "yes" \
    clock_sinks 64 \
    library_cells_used_by_synthesis 18 \
    hp-start "addr[0]" \
    synth.logic.top_family "multiplexers" \
    cts_made_buffers 9 \
    critPathArrivalTime_ps 1600 \
    final_layout_size_suffix_gt1_share_pct 42.0 \
    layout.filler_cells 716 \
    ir_drop_uv 256 \
    timing.setup.critical_path_class "in2out" \
    setup.worst_path.end_class "output port" \
    detailed_place_hpwl_um 3160 \
    final-seq-area_um2 1920 \
    powerDensity_nw_per_um2 772 \
    yosysCellCount 129 \
    hold-worst-slack_ps 752 \
    grt.met1_usage_pct 15.3 \
    crit_required_ps 1600 \
    antenna_left 0 \
    vias 1409 \
    syn-cell-area_um2 2580 \
    clk_pin_slew_ps 60 \
    setup-tns-final_ps 0 \
    total_wire_length_um 4910 \
    post_synth_inst_count 129 \
    die_w_um 94.7 \
    top_register "mem" \
    avgRoutedWirePerCell_um 16.8 \
    layout.cells.most_common_list "edfxtp_1 (64), buf_4 (31), mux4_2 (13), nor2_1 (12), clkbuf_8 (9)" \
]
[metrics by stage]
stage,cells,setup slack (ps),utilization (%),area [µm²]
floorplan,129,256,-,2580
global placement,267,-745,36.5,3010
detailed placement,267,-780,36.5,3010
CTS,291,-30.8,39.9,3290
global route,293,-59.0,40.4,3340
finish,293,1.35,40.4,3340
[where the power goes]
group          switching (mW)  internal [mW]
logic                   0.105          0.130
registers             0.00570           1.50
clock network           0.407          0.423
[how the worst max path moves through the flow]
stage / startpoint / to / slack (ps) / cells after the start
final: addr[0] / dout[0] / 1 / 8
after global routing: addr[0] / dout[0] / -60 / 8
after CTS: addr[0] / dout[0] / -30 / 7
[cell usage after synthesis]
library cell  number  area share (%)
nand3_1            9             1.7
buf_6              1            0.44
edfxtp_1          64              75
clkbuf_1           1            0.15
buf_2              3            0.58
nand2_1            5            0.73
buf_4              1            0.29
nor3_1             4            0.78
mux4_2            10             8.7
or3b_2             1            0.34
nor2b_1            2            0.49
a22oi_2            1            0.49
nand3b_1           2            0.58
a22oi_1            3            0.87
mux4_1             6             6.1
nor2_1            13             1.9
nand2b_1           2            0.49
buf_12             1            0.78
[timing repair]
item                       4_1_cts  5_1_grt
buffers inserted                 8        2
hold buffers                     0        0
setup endpoints to repair        4        4
pin swaps                        9        3
gates resized                   35        7
gates cloned                     2        0
[area by class of cell]
| class | count | share of cell area, % |
|---|---|---|
| Clock buffer | 11 | 3.94 |
| Timing Repair Buffer | 52 | 15.3 |
| Multi-Input combinational cell | 58 | 18.8 |
| Clock inverter | 3 | 0.338 |
| Sequential cell | 64 | 57.6 |
| Tap cell | 105 | 3.94 |
[worst max-delay path, cell delays in order]
cell,delay [ps]
buf_12,90
buf_12,120
buf_12,100
buf_8,100
mux4_2,500
nand2_2,90
nand3_1,80
buf_2,120
[layer usage]
layer  vias up  share of wire [%]
li1        638                  -
met1       695                 40
met2        59                 46
met3        17                 11
met4         0                2.8
met5         -                  0
[kinds of logic after synthesis]
family,Yosys count
buf+inv,7
mux,16
compound gates,4
simple gates,38
flops,64
Power is estimated from default activity; no workload was simulated.
